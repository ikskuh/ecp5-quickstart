`flow/config.mk`:
```
export PLATFORM = sky130hd
export DESIGN_NAME = fifo
export DESIGN_NICKNAME = fifo
export VERILOG_FILES = /design/flow/design.v
export SDC_FILE = /design/flow/constraint.sdc
export NUM_CORES = 4
export LEC_CHECK = 1
export CORE_UTILIZATION = 30
```
`flow/run.sh`:
```
#!/bin/bash
# OpenROAD 26Q1-2900-gdf79404cd8, Yosys 0.63+post, stock flow scripts
make -C /OpenROAD-flow-scripts/flow DESIGN_CONFIG=/design/flow/config.mk WORK_HOME=/design/flow/orfs finish
```
`flow/constraint.sdc`:
```
current_design fifo

set clk_period 4.7
set clk_io_pct 0.2

create_clock -name clk0 -period $clk_period [get_ports {clk}]

set non_clock_inputs [all_inputs -no_clocks]
set_input_delay [expr $clk_period * $clk_io_pct] -clock clk0 $non_clock_inputs
set_output_delay [expr $clk_period * $clk_io_pct] -clock clk0 [all_outputs]
```
`flow/design.v`:
```
module fifo (
  input rst, 
  input clk,
  input write,
  input read,
  input [bit_width - 1:0] write_data,
  output [bit_width - 1:0] read_data, 
  output can_write,
  output can_read
);
  parameter length = 16;
  parameter bit_width = 8;
  assign can_read = (count != 0); 
  assign can_write = (count != length); 
  assign read_data = data[read_counter];
  localparam buffer_bits = $clog2(length);
  localparam buffer_limit = buffer_bits-1;
  localparam word_limit = bit_width-1;
  reg [word_limit:0] data [buffer_limit:0];
  reg [buffer_bits:0]  count = 0; 
  reg [buffer_limit:0] read_counter = 0, write_counter = 0;
  initial begin
    read_counter <= 0;
    write_counter <= 0;
  end
  always @ (posedge clk) 
  begin 
    if (rst == 0) begin 
      read_counter <= 0;
      write_counter <= 0;
    end else begin
      if (read == 1 && write == 1) begin
        if (read_counter != write_counter) begin
          data[write_counter] <= write_data; 
        end
        read_counter += 1;
        write_counter += 1; 
      end else if(read == 1 && count != 0) begin
        read_counter += 1;
        count -= 1;
      end else if(write == 1 && count < length) begin
        data[write_counter] <= write_data; 
        write_counter += 1; 
        count += 1;
      end 
    end 
  end
endmodule
```
==> flow_summary.yaml <==
# implementation run metrics
status:
  run_status: "finished clean"
drt:
  antenna_cells: 0
  routed_via_density: 4.86
  totalWireLength_microns: 3110
  average_wire_per_standard_cell_microns: 13.4
  vias: 1132
  drt_first_pass_iters: 26
  route.detailed.drc: 0
  routed_antenna_nets: 0
  drt_iter0_drc: 41
critical_path:
  setup.worst_path.class: "flop to primary output"
  critPathMaxFanout: 12
  r2r-start: "count[1]$_DFFE_PP_"
  arrival_time_reported_for_the_critical_path_endpoint_ns: 2.14
  worstSetupEndpointType: "primary output"
  path_cells: "mux4_2, clkdlybuf4s50_1"
  timing.critical_path.required_ns: 3.76
  critPathLaunch: "read_counter[0]$_SDFFE_PN0P_"
  cpPeakStageDelay_ns: 0.83
  critPathBufInv: 1
  kind_of_cell_adding_the_most_delay_to_the_critical_path: "flip-flops"
  critical-path-slowest-cell: "sky130_fd_sc_hd__dfxtp_1"
  critPathLaunchType: "flop"
clock_network:
  clock_sink_count: 45
  clockRootBuffer: "sky130_fd_sc_hd__clkbuf_8"
  clkLatencyLatePin_ns: 0.29
  clockBufferDepth: 2
  cts_clk_pin_slew_worst_paths_ns: 0.08
  cts.repair.resized: 0
  htreeDepth: 2
  cts-buffers-inserted: 5
  post_cts_hold_buffer_count: 0
  cts_tree: "yes"
  cts.repair_timing.setup_buffer_count: 0
yosys:
  netlist-cell-type-count: 31
  post_synth_main_area_contributors: "sky130_fd_sc_hd__edfxtp_1, sky130_fd_sc_hd__mux4_2, sky130_fd_sc_hd__dfxtp_1, sky130_fd_sc_hd__ha_1, sky130_fd_sc_hd__xnor2_1"
  synth.ff_latch_count: 45
  synthDominantCellAreaShare_pct: 55.3
  leading_area_contributor_after_synthesis: "sky130_fd_sc_hd__edfxtp_1"
  yosysSeqAreaShare_pct: 63.2
  mappedNetlistArea_sq_um: 2010
  ys_cells: 132
  synthesis.yosys.warnings: 1
  ys_chip_area_sq_um: 2010
  syn-instance-count: 132
  syn-mean-instance-area_sq_um: 15.2
final_layout:
  filler_instances: 577
  final_layout_top_logic_cell: "sky130_fd_sc_hd__edfxtp_1"
  most-common-layout-cells: "sky130_fd_sc_hd__edfxtp_1, sky130_fd_sc_hd__clkdlybuf4s50_1, sky130_fd_sc_hd__and2_1"
  proportion_of_layout_cells_with_a_drive_suffix_above_1_pct: 12.2
  areaGrowthSynthToFinish_pct: 18.6
final_timing:
  clock_skew_ns: 0.00378
  worst_setup_margin_ns: 1.62
  finalCritPeriodShare_pct: 65.5
  tightest_slew_ns: 0.770
  max_freq_mhz: 325
  finalSetupViolations: 0
  fin_max_slew_vios: 0
  setup_repair_after_global_routing_missed_its_margin: "false"
  period_needed_ns: 3.08
  setup-tns-final_ns: 0
  hold_violations: 0
  slew_headroom_pct: 48.6
global_routing:
  first_global_vias: 1177
  grt_use_total_pct: 9.81
  global_route.overflow_total: 0
  grt_max_degree: 15
  global_route_wire_length_before_repair_microns: 5290
  grt_antenna_before_repair: 0
hold_path:
  worst_hold_startpoint: "read_counter[3]$_SDFFE_PN0P_"
  min_path_type: "flop to flop"
floorplan:
  chipHeight_microns: 83.9
  die_w_microns: 83.9
  initial_core_util_pct: 31.3
  chip_area_sq_um: 7030
  ios: 22
  rows: 29
  design.core.area_sq_um: 6420
flow_run:
  max_cap_viol_count: 0
  number_of_warnings_the_tools_reported: 28
pwr:
  cellLeakagePower_nw: 0.784
  power.density_cell_area_nw_per_um2: 326
  vdd_ir_drop_max_v: 0.000144
place:
  dpl.hpwl_microns: 2150
  port-buffer-count: 21
  preCtsSetupSlack_ns: 1.60
  routabilityCongestion: 0.826
-- sequential cells by signal, indices dropped and copies added (netlist names) --
name and count:
data 32, count 5, read_counter 4, write_counter 4
-- cells in the mapped netlist (all sizes together) --
cell,instances
a21boi,2
a21oi,3
a31oi,1
and2,10
and3,1
buf,1
clkbuf,4
dfxtp,8
edfxtp,37
ha,7
inv,4
mux2i,2
mux4,8
nand2,4
nand2b,3
nand3,5
nor2,4
nor2b,1
nor3,1
nor4,1
o21ai,6
o221ai,1
o2bb2ai,1
o311ai,1
o31ai,1
or3,1
or4,1
xnor2,9
xor2,4
-- final timing paths --
path	endpoint	slack, ns	cells past startpoint
min reg2reg	read_counter[3]$_SDFFE_PN0P_	0.50	2
max	read_data[2]	1.62	2
max reg2reg	count[4]$_DFFE_PP_	2.28	8
min	read_counter[3]$_SDFFE_PN0P_	0.50	2
-- metrics by stage --
stage          cells  instance area (sq um)  utilization, %  total power [mW]  hold WS, ns
4_1_cts          233                   2380            37.1             0.788        0.513
3_5_place_dp     225                   2300            35.8             0.560        0.500
6_report         233                   2380            37.1             0.777        0.504
3_3_place_gp     225                   2300            35.8             0.558        0.482
5_1_grt          233                   2380            37.1             0.813        0.556
2_1_floorplan    132                   2010               -             0.518        0.468
-- area by class of cell --
class	instances	area (sq um)	area share, %
Clock inverter	2	15.0	0.630
Clock buffer	6	72.6	3.04
Tap cell	77	96.3	4.04
Multi-Input combinational cell	78	704	29.5
Timing Repair Buffer	21	210	8.81
Inverter	4	15.0	0.630
Sequential cell	45	1270	53.3
-- worst min-delay path, delay by kind of cell (launching register included) --
family	cells	cell delay (ns)
AND-OR/OR-AND	2	0.13
flip-flops	1	0.33
-- logic make-up after synthesis --
logic type,Yosys count,share of synthesized area (%)
AND-OR/OR-AND,16,6.22
XOR/XNOR,13,5.66
adder cells (fa/ha/maj),7,4.36
buffers and inverters,9,1.74
flip-flops,45,63.2
multiplexers,10,9.96
AND/OR/NAND/NOR,32,8.84
-- routing by layer --
| layer | share of wire, % | GRT usage (%) |
|---|---|---|
| met1 | 47 | 13.3 |
| met2 | 45 | 14.9 |
| met3 | 6.9 | 5.42 |
| met4 | 0.96 | 1.10 |
| met5 | 0 | 0 |
-- where the power goes --
| part | internal [mW] | total [mW] | leakage [nW] | switching (mW) |
|---|---|---|---|---|
| combinational | 0.0551 | 0.0865 | 0.346 | 0.0314 |
| sequential | 0.445 | 0.463 | 0.401 | 0.0182 |
| clock | 0.105 | 0.227 | 0.0374 | 0.123 |
| total | 0.605 | 0.777 | 0.784 | 0.172 |
No activity file was given, so power comes from the tool's default toggle rates.
