[flow/run.sh]
#!/bin/bash
# OpenROAD 26Q1-2900-gdf79404cd8, Yosys 0.63+post, stock flow scripts
make -C /OpenROAD-flow-scripts/flow DESIGN_CONFIG=/design/flow/config.mk WORK_HOME=/design/flow/orfs finish
[flow/design.v]
module uart_sender (
  input clk, 
  input rst, 
  input send, 
  output busy,
  input [7:0] data, 
  output txd
);
  parameter clk_freq = 0;         
  parameter baud_rate = 115_200;  
  assign txd = uart_txd_buf;
  assign busy = bsy_state;
  localparam baud_rate_divider = (clk_freq / baud_rate);
  localparam baud_rate_div_bits = $clog2(baud_rate_divider);
  reg [baud_rate_div_bits:0] baud_divier;
  reg uart_txd_buf;
  reg [3:0] uart_txd_state;  
  reg [7:0] uart_txd_data;
  reg bsy_state;
  initial begin
    uart_txd_buf <= 1;
    uart_txd_state <= 0;
  end
  localparam START = 0;
  localparam IDLE = 1;
  localparam STOP = 1;
  always @ (posedge clk, negedge rst) begin 
    if (rst == 0) begin
      uart_txd_buf <= 1;
      uart_txd_state <= 0;
    end else begin 
      if (uart_txd_state == 0) begin
        if (send == 1) begin
          uart_txd_buf <= START;  
          uart_txd_state <= 1;  
          uart_txd_data <= data;
          baud_divier <= 0;
          bsy_state <= 1;
        end else begin
          uart_txd_buf <= IDLE;  
          uart_txd_state <= 0;  
        end
      end else begin
        if (baud_divier == baud_rate_divider - 1) begin
          baud_divier <= 0;
          case(uart_txd_state) 
            1: uart_txd_buf <= uart_txd_data[0];
            2: uart_txd_buf <= uart_txd_data[1];
            3: uart_txd_buf <= uart_txd_data[2];
            4: uart_txd_buf <= uart_txd_data[3];
            5: uart_txd_buf <= uart_txd_data[4];
            6: uart_txd_buf <= uart_txd_data[5];
            7: uart_txd_buf <= uart_txd_data[6];
            8: uart_txd_buf <= uart_txd_data[7];
            9: uart_txd_buf <= STOP;
            default: begin
              uart_txd_state <= 0;
              bsy_state <= 0;
            end
          endcase
          if (uart_txd_state != 10) begin
            uart_txd_state <= uart_txd_state + 1;
          end
        end else begin
          baud_divier <= baud_divier + 1;
        end
      end
    end
  end
endmodule
module uart_receiver(
  input clk,
  input rst, 
  output avail, 
  output error, 
  output busy, 
  output [7:0] data, 
  input rxd
);
  parameter clk_freq = 0;         
  parameter baud_rate = 115_200;  
  assign busy = bsy_state;
  assign data = uart_txd_data;
  assign avail = avail_buf;
  assign error = error_buf;
  localparam baud_rate_divider = (clk_freq / baud_rate);
  localparam baud_rate_div_bits = $clog2(baud_rate_divider);
  reg [baud_rate_div_bits:0] baud_divier;
  reg [3:0] uart_txd_state;  
  reg [7:0] uart_txd_data;   
  reg [7:0] uart_txd_inbox;  
  reg bsy_state;
  reg avail_buf, error_buf;
  initial begin
    uart_txd_state <= 0;
    uart_txd_data <= 0;
    avail_buf <= 0;
    bsy_state <= 0;
    error_buf <= 0;
  end
  localparam START = 0;
  localparam STOP = 1;
  reg [7:0] sliding_window;
  reg [2:0] sliding_window_index;
  reg [baud_rate_div_bits:0] sampling_divider;
  always @ (posedge clk) begin
    if (uart_txd_state == 0) begin
      sampling_divider <= baud_rate_divider / 8 - 1;
      sliding_window_index <= 0;
    end else begin
      if (sampling_divider == 0) begin
        sliding_window[sliding_window_index] <= rxd;
        sampling_divider <= baud_rate_divider / 8 - 1;
        sliding_window_index += 1;
      end else begin 
        sampling_divider -= 1;
      end
    end
  end
  wire rxd_smoothed = (sliding_window[0] + sliding_window[1] + sliding_window[2] + sliding_window[3] + sliding_window[4] + sliding_window[5] + sliding_window[6] + sliding_window[7]) >= 4;
  always @ (posedge clk, negedge rst) begin 
    if (rst == 0) begin
      uart_txd_state <= 0;
      uart_txd_data <= 0;
      avail_buf <= 0;
      bsy_state <= 0;
      error_buf <= 0;
    end else begin 
      if (uart_txd_state == 0) begin
        avail_buf <= 0;
        error_buf <= 0;
        if (rxd == START) begin
          uart_txd_state <= 1;  
          baud_divier <= 2 * baud_rate_divider - 1; 
          bsy_state <= 1;
        end else begin
          uart_txd_state <= 0;  
        end
      end else begin
        if (baud_divier == 0) begin
          baud_divier <= baud_rate_divider - 1;
          case(uart_txd_state) 
            1: uart_txd_inbox[0] <= rxd_smoothed;
            2: uart_txd_inbox[1] <= rxd_smoothed;
            3: uart_txd_inbox[2] <= rxd_smoothed;
            4: uart_txd_inbox[3] <= rxd_smoothed;
            5: uart_txd_inbox[4] <= rxd_smoothed;
            6: uart_txd_inbox[5] <= rxd_smoothed;
            7: uart_txd_inbox[6] <= rxd_smoothed;
            8: uart_txd_inbox[7] <= rxd_smoothed;
            default: begin
              uart_txd_state <= 0;
              bsy_state <= 0;
              avail_buf <= (rxd_smoothed == STOP);
              error_buf <= (rxd_smoothed != STOP);
              uart_txd_data <= uart_txd_inbox;
            end
          endcase
          if (uart_txd_state != 9) begin
            uart_txd_state <= uart_txd_state + 1;
          end
        end else begin
          baud_divier <= baud_divier - 1;
        end
      end
    end
  end
endmodule
[flow/constraint.sdc]
current_design uart_receiver

set clk_period 2.7
set clk_io_pct 0.2

create_clock -name clk0 -period $clk_period [get_ports {clk}]

set non_clock_inputs [all_inputs -no_clocks]
set_input_delay [expr $clk_period * $clk_io_pct] -clock clk0 $non_clock_inputs
set_output_delay [expr $clk_period * $clk_io_pct] -clock clk0 [all_outputs]
[flow/config.mk]
export PLATFORM = sky130hd
export DESIGN_NAME = uart_receiver
export DESIGN_NICKNAME = uart_receiver
export VERILOG_FILES = /design/flow/design.v
export SDC_FILE = /design/flow/constraint.sdc
export NUM_CORES = 4
export LEC_CHECK = 1
export CORE_AREA = 10 10 109 109
export DIE_AREA = 0 0 119 119
==> impl_metrics.tcl <==
# metrics dict for downstream scripts
set metrics [dict create \
    dieWidth_um 119 \
    grt_pass1_vias 1056 \
    cp.required_ns 2.87 \
    slew_viol_final 0 \
    grt-ovfl-total 0 \
    final_common_cell "edfxtp_1" \
    synth_cells 148 \
    track_usage_pct 4.10 \
    routed_wl_um 2980 \
    hold_viol 0 \
    num_vias 1077 \
    synth-main-ff-cell "edfxtp_1" \
    vdd_drop_max_mv 0.638 \
    worstPathMaxFanout 6 \
    cts_tree "done" \
    wl_per_cell_um 9.98 \
    antenna_cells_inserted 0 \
    final_antenna_net_count 0 \
    ys_cells 148 \
    htreeDepth 2 \
    grt_antenna_before_repair 0 \
    clock_sinks 36 \
    clkTransAtPathRegs_ns 0.07 \
    grt_pass1_wl_um 5070 \
    crit_slowest_cell "fa_1" \
    dp_hpwl_um 2120 \
    hp-start "sampling_divider$_SDFF_PP1_" \
    finalSetupViolCount 0 \
    crit_path_end_kind "flip-flop" \
    clockBufferDepth 2 \
    postSynthSeqShare_pct 55.5 \
    cp_top_family "adder cells" \
    grt_max_degree 18 \
    drive_above_1_share_pct 17.6 \
    max_freq_ghz 0.381 \
    area_delta_synth_final_pct 24.5 \
    status "finished, final reports clean" \
    period_needed_ns 2.62 \
    num_rows 36 \
    dieHeight_um 119 \
    worst_setup_path_start_kind "flip-flop" \
    worst_clock_skew_ns 0.00502 \
    maxSlewHeadroom_pct 53.9 \
    p_leak_nw 0.837 \
    io_buffers 13 \
    drc 0 \
    ys_area_um2 1740 \
    cts_buffers 5 \
    min_path_type "flip-flop to flip-flop" \
    r2r_cells 10 \
    r2r-start "sliding_window[3]$_DFFE_PP_" \
    reg2reg_to "avail_buf$_DFFE_PN0P_" \
    crit_chain "inv_1, fa_1, fa_1, fa_2, inv_2, ha_4, nand2_1, o21ai_1, buf_4, mux2_4" \
    ff2ff_setup_slack_ns 0.08 \
    cp.buffers_inverters 3 \
    first_pass_iters 4 \
    tightestPinTransition_ns 0.689 \
    period_used_pct 97.1 \
    root_buffer "clkbuf_8" \
    vias_per_cell 3.61 \
    min_to "sampling_divider$_SDFF_PP1_" \
    gp_congestion 0.792 \
    drv_cap 0 \
    yosys_warnings 1 \
    floorplanUtilization_pct 18.1 \
    ys_seq_elements 36 \
    crit_arrival_ns 2.79 \
    final_cell_mix "edfxtp_1 (17), nor2_1 (16), dfrtp_1 (15), clkdlybuf4s50_1 (13), mux2_2 (12)" \
    p_per_area_nw_per_um2 1500 \
    core-area_um2 9640 \
    synthDistinctLibCells 35 \
    worst_path_largest_cell_delay_ns 0.56 \
    whs_path_depth 1 \
    die_area_um2 14200 \
    criticalPathCategory "flip-flop to flip-flop" \
    synth-edff-count 17 \
    synthArstFlopShare_pct 41.7 \
    clkLatencyLatePin_ns 0.28 \
    drt-initial-drc-count 74 \
    fill_cells 1037 \
    p_total_mw 3.25 \
    boundaryPins 14 \
    dpl-instance-area_um2 2030 \
    avgSynthCellArea_um2 11.8 \
    stdcell_area_um2 2170 \
    syn_area_um2 1740 \
    warnings 28 \
    path_common_cell "fa_1" \
]
[flip-flops by register name (all words and copies together), names as in the netlist]
| signal | count |
|---|---|
| sliding_window | 8 |
| uart_txd_data | 8 |
| uart_txd_inbox | 8 |
| uart_txd_state | 4 |
| sliding_window_index | 3 |
| avail_buf | 1 |
| baud_divier | 1 |
| bsy_state | 1 |
| error_buf | 1 |
| sampling_divider | 1 |
[timing repair]
action,CTS,global route
gates resized,0,6
setup endpoints to repair,0,1
hold buffers,0,0
setup buffers,0,1
[worst max-delay path by stage]
stage | start | endpoint | slack (ns) | cells past startpoint
CTS | sliding_window[0]$_DFFE_PP_ | avail_buf$_DFFE_PN0P_ | 0.02 | 10
global route | sliding_window[0]$_DFFE_PP_ | avail_buf$_DFFE_PN0P_ | -0.002 | 10
finish | sliding_window[3]$_DFFE_PP_ | avail_buf$_DFFE_PN0P_ | 0.08 | 10
[power by group]
| group | internal (mW) | total (mW) | leakage, nW | switching [mW] |
|---|---|---|---|---|
| logic | 0.906 | 1.64 | 0.410 | 0.735 |
| registers | 0.976 | 1.19 | 0.373 | 0.211 |
| clock network | 0.236 | 0.417 | 0.0534 | 0.181 |
| total | 2.12 | 3.25 | 0.837 | 1.13 |
[per-layer routing]
layer | vias to the layer above | global-route usage [%] | routed length (um)
met5 | - | 0 | 0
met4 | 0 | 0.687 | 75
met3 | 6 | 0.863 | 137
met2 | 27 | 6.57 | 1280
met1 | 507 | 5.72 | 1480
li1 | 537 | - | -
[kinds of logic (layout without fill, tap and decap cells)]
family | count (synthesis) | in the layout | share of synthesized area, %
multiplexers | 15 | 15 | 9.55
buffers and inverters | 21 | 38 | 4.74
AND/OR/NAND/NOR | 47 | 47 | 14.5
AND-OR/OR-AND | 15 | 15 | 5.46
adder cells (fa/ha/maj) | 9 | 9 | 7.76
flip-flops | 36 | 36 | 55.5
XOR/XNOR | 5 | 5 | 2.51
[Yosys cell counts (2+ instances only)]
library cell	count	area [um2]
a21oi_1	4	20.0
buf_2	3	15.0
clkbuf_1	4	15.0
dfrtp_1	15	375
dfxtp_1	4	80.1
edfxtp_1	17	510
fa_1	3	60.1
ha_1	6	75.1
inv_1	13	48.8
mux2_2	13	146
mux2i_1	2	20.0
nand2_1	7	26.3
nand2b_1	4	25.0
nand3_1	2	10.0
nor2_1	16	60.1
nor2b_1	3	18.8
nor3_1	4	20.0
nor3b_1	2	15.0
nor4b_1	2	17.5
o21ai_0	3	15.0
o21bai_1	4	30.0
xnor2_1	2	17.5
xor2_1	3	26.3
[worst reg2reg max path, delay by kind of cell, from the launching register on]
kind,cells,cell delay [ns]
fa+ha+maj,4,1.54
flops,1,0.32
mux,1,0.26
compound gates,1,0.06
buf+inv,3,0.29
simple gates,1,0.06
[cell type report]
| type | instances | area, um2 | share of cell area, % |
|---|---|---|---|
| Timing Repair Buffer | 17 | 173 | 7.96 |
| Sequential cell | 36 | 966 | 44.5 |
| Multi-Input combinational cell | 91 | 712 | 32.8 |
| Clock inverter | 1 | 5.00 | 0.231 |
| Inverter | 13 | 48.8 | 2.25 |
| Tap cell | 133 | 166 | 7.67 |
| Clock buffer | 7 | 97.6 | 4.50 |
[stage by stage]
| step | TNS [ns] | utilization (%) | hold WS (ns) | std cells | worst slack (ns) |
|---|---|---|---|---|---|
| final | 0 | 22.5 | 0.457 | 298 | 0.0779 |
| after global routing | -0.00181 | 22.5 | 0.478 | 298 | -0.00181 |
| after CTS | 0 | 22.1 | 0.456 | 297 | 0.0221 |
| after detailed placement | 0 | 21.0 | 0.439 | 289 | 0.0228 |
| after global placement | 0 | 21.0 | 0.441 | 289 | 0.0552 |
| after floorplan | 0 | - | 0.244 | 148 | 0.0269 |
Power figures rest on the tool's default switching activity, not on a simulated workload.
